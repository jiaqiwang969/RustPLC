<file path="./design.v">
module blink_10s #(
    parameter integer CLK_HZ = 25_000_000,
    parameter integer TOGGLE_SEC = 10
) (
    input      clk_i,
    output reg led_g_o
);
localparam integer MAX = CLK_HZ * TOGGLE_SEC;
localparam integer WIDTH = $clog2(MAX);
wire rst_s;
wire clk_s;
assign clk_s = clk_i;
rst_gen rst_inst (.clk_i(clk_s), .rst_i(1'b0), .rst_o(rst_s));
reg  [WIDTH-1:0] cpt_s;
wire [WIDTH-1:0] cpt_next_s = cpt_s + 1'b1;
wire             end_s = cpt_s == MAX - 1;
always @(posedge clk_s) begin
    cpt_s <= (rst_s || end_s) ? {WIDTH{1'b0}} : cpt_next_s;
    if (rst_s)
        led_g_o <= 1'b0;
    else if (end_s)
        led_g_o <= ~led_g_o;
end
endmodule
module rst_gen (
    input       clk_i,
    input       rst_i,
    output      rst_o
);
reg [2:0] rst_cpt;
initial rst_cpt = 3'b000;
always @(posedge clk_i) begin
    if (rst_i)
        rst_cpt <= 3'b000;
    else if (rst_cpt == 3'b100)
        rst_cpt <= rst_cpt;
    else
        rst_cpt <= rst_cpt + 3'b001;
end
assign rst_o = !rst_cpt[2];
endmodule
</file>
<file path="./run.sh">
#!/bin/bash
# OpenROAD 26Q1-2900-gdf79404cd8, Yosys 0.63+post, stock flow scripts
make -C /OpenROAD-flow-scripts/flow DESIGN_CONFIG=/design/flow/config.mk WORK_HOME=/design/flow/orfs finish
</file>
<file path="./config.mk">
export PLATFORM = sky130hd
export DESIGN_NAME = blink_10s
export DESIGN_NICKNAME = blink_10s
export VERILOG_FILES = /design/flow/design.v
export SDC_FILE = /design/flow/constraint.sdc
export NUM_CORES = 4
export LEC_CHECK = 1
export CORE_AREA = 10 10 96 96
export DIE_AREA = 0 0 106 106
</file>
<file path="./constraint.sdc">
current_design blink_10s

set clk_period 5.3
set clk_io_pct 0.2

create_clock -name clk0 -period $clk_period [get_ports {clk_i}]

set non_clock_inputs [all_inputs -no_clocks]
set_input_delay [expr $clk_period * $clk_io_pct] -clock clk0 $non_clock_inputs
set_output_delay [expr $clk_period * $clk_io_pct] -clock clk0 [all_outputs]
</file>
==> flow_metrics.tcl <==
# implementation run metrics
set metrics [dict create \
    numSynthFlops 32 \
    stdcell_count 267 \
    finalCriticalPeriod_ps 2164 \
    power_w 0.0004691 \
    critPathSlowestCell "clkdlybuf4s50_1" \
    crit_type "flip-flop to output pin" \
    drive_above_1_share_pct 9.524 \
    critical_path_buf_inv_count 1 \
    syn_area_per_cell_um2 9.147 \
    num_vias 1132 \
    maxCapViolCount 0 \
    cts_tree "built" \
    status "completed" \
    tightest_slew_ps 666.6 \
    cp_top_family "buffers and inverters" \
    fin_setup_tns_ps 0 \
    fin_crit_sh_pct 40.82 \
    die_x_um 106 \
    ys_seq_share_pct 44.70 \
    setup_viol 0 \
    grt_use_total_pct 4.599 \
    synth-main-ff-cell "dfxtp_1" \
    hp-start "cpt_s[0]" \
    openroad.warnings 26 \
    global_route.overflow_total 0 \
    reg2reg_to "cpt_s[11]" \
    antenna_found_initial 0 \
    grt_pass1_wl_um 4416 \
    netlist_instances 164 \
    p_leak_nw 0.6339 \
    clk_pin_slew_ps 60 \
    rsz0062_at_grt "false" \
    hold_depth 1 \
    yosysTopAreaCell "dfxtp_1" \
    path_cells "clkdlybuf4s50_1" \
    clock-sinks 32 \
    topCellsByArea "dfxtp_1, edfxtp_1, a21oi_1" \
    synth_chip_area_um2 1500 \
    powerDensity_nw_per_um2 275.9 \
    max_slew_margin_pct 55.39 \
    post_drt_wl_per_cell_um 9.562 \
    grt_max_degree 27 \
    root_buffer "clkbuf_8" \
    die_area_um2 11240 \
    edf_count 3 \
    utilization_pct 23.57 \
    finalMaxSlewViolations 0 \
    common_cells "dfxtp_1, a21oi_1, nor2_1" \
    area_delta_synth_final_pct 13.34 \
    r2r-start "cpt_s[11]" \
    clock_latency_ps 280 \
    dp_cells 259 \
    fp.coreArea_um2 7214 \
    hp-class "flip-flop to flip-flop" \
    ys_async_sr_fraction_pct 0 \
    ys_types 30 \
    fillers 793 \
    ys_cells 164 \
    drt.antenna.violating_nets 0 \
    yosysWarnings 2 \
    hold_violations 0 \
    clockBufferDepth 2 \
    finClkSkew_ps 2.018 \
    diodes 0 \
    die_h_um 106 \
    cp.arrival_ps 1100 \
    ctsResizeCount 0 \
    vias_per_cell 4.240 \
    crit_fanout 3 \
    grt_pass1_vias 992 \
    regToRegSetupSlack_ps 3190 \
    netlist.area_leader.share_pct 38.70 \
    postCtsSetupBuffers 0 \
    dp_hpwl_um 1678 \
    cpPeakStageDelay_ps 470 \
    rows 31 \
    dr.pass1.iters 4 \
    drc 0 \
    routed_wl_um 2553 \
    startpoint_type "flip-flop" \
    drt_iter0_drc 101 \
    end_kind "output pin" \
    hold_path_end "cpt_s[0]" \
    pin_count 2 \
    port_buffers 1 \
    gp_congestion 0.8090 \
    ir_worst_vdd_mv 0.1824 \
    hold_buffers 0 \
    cts_buffers 5 \
    fp_util_pct 20.79 \
    syn_area_um2 1500 \
    cp_data_required_time_ps 4240 \
    htreeDepth 2 \
    top_cell "dfxtp_1" \
    clock.fmax_mhz 462.2 \
    reg2regPathDepth 4 \
]
[cell families (layout without fill, tap and decap cells)]
kind of cell | Yosys count | count (layout) | synth area share, %
buffers and inverters | 12 | 16 | 4.503
flip-flops | 32 | 32 | 44.70
XOR/XNOR | 12 | 12 | 7.006
AND/OR/NAND/NOR | 72 | 72 | 28.52
adder cells (fa/ha/maj) | 3 | 3 | 2.502
AND-OR/OR-AND | 33 | 33 | 12.76
[cell usage in the layout (no fill, tap or decap), types with 2 or more instances in the layout]
cell type / Yosys / final
ha_1: 3 / 3
and3_1: 2 / 2
o31ai_1: 5 / 5
or3_2: 4 / 4
inv_1: 7 / 7
nor3_1: 5 / 5
or4_4: 3 / 3
clkbuf_8: 0 / 5
nand2_1: 11 / 11
o21ai_0: 11 / 11
and4_1: 3 / 3
nor2_1: 14 / 14
a21oi_1: 15 / 15
dfxtp_1: 29 / 29
nand3_1: 7 / 7
xnor2_1: 8 / 8
edfxtp_1: 3 / 3
or3_1: 7 / 7
or4_1: 5 / 5
nand4_1: 6 / 6
xor2_1: 4 / 4
[worst max path at each step]
stage	from	end	cells past startpoint
finish	led_g_o	led_g_o	1
global route	cpt_s[0]	cpt_s[12]	5
CTS	led_g_o	led_g_o	1
[final cells by class]
cell class / count / area, um^2 / area share, %
multi-input cells: 120 / 762.0 / 44.81
well taps: 99 / 123.9 / 7.285
flip-flops and latches: 32 / 670.6 / 39.44
clock buffers: 6 / 72.57 / 4.268
clock inverters: 2 / 35.03 / 2.060
inverters: 7 / 26.28 / 1.545
repair buffers: 1 / 10.01 / 0.5887
[registers in the layout, indices dropped and copies added, names as in the netlist]
signal            cells
cpt_s                28
led_g_o               1
rst_inst.rst_cpt      3
[stage by stage]
stage / instance area [um^2] / setup WS [ps] / hold slack [ps]
final: 1700 / 3136 / 451.5
after global routing: 1700 / 3045 / 466.1
after CTS: 1700 / 3107 / 449.8
after detailed placement: 1593 / 3178 / 440.1
after global placement: 1593 / 3195 / 433.3
after floorplan: 1500 / 3438 / 417.5
[worst register-to-register path: cells and delay by family (launching register included)]
family	cells	cell delay (ps)
and+or+nand+nor	3	1070
AOI/OAI and AO/OA	1	570
DFF	1	330
[where the power goes]
part / switching (W) / internal (W) / leakage [nW]
Clock: 0.0000862 / 0.000139 / 0.0552
Combinational: 0 / 0 / 0.310
Sequential: 0 / 0.000244 / 0.268
[per-layer routing]
layer	routed length, um	track usage (%)
met5	0	0
met3	137	1.713
met4	11	0.5803
met1	1302	6.583
met2	1102	6.670
No activity file was given, so power comes from the tool's default toggle rates.
