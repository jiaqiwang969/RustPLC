==> flow/run.sh <==
#!/bin/bash
# OpenROAD 26Q1-2900-gdf79404cd8, Yosys 0.63+post, stock flow scripts
make -C /OpenROAD-flow-scripts/flow DESIGN_CONFIG=/design/flow/config.mk WORK_HOME=/design/flow/orfs finish
==> flow/config.mk <==
export PLATFORM = sky130hd
export DESIGN_NAME = top
export DESIGN_NICKNAME = top
export VERILOG_FILES = /design/flow/design.v
export SDC_FILE = /design/flow/constraint.sdc
export NUM_CORES = 4
export LEC_CHECK = 1
export CORE_AREA = 10 10 97 97
export DIE_AREA = 0 0 107 107
==> flow/constraint.sdc <==
current_design top

set clk_period 5.5
set clk_io_pct 0.2

create_clock -name clk0 -period $clk_period [get_ports {clk}]

set non_clock_inputs [all_inputs -no_clocks]
set_input_delay [expr $clk_period * $clk_io_pct] -clock clk0 $non_clock_inputs
set_output_delay [expr $clk_period * $clk_io_pct] -clock clk0 [all_outputs]
==> flow/design.v <==
module top(
    input  wire clk,
    output wire LED_R,
    output wire LED_G,
    output wire LED_B
);
    localparam integer CLK_HZ = 12_000_000;
    localparam integer BLINK_PERIOD_MS = 10_000;
    localparam integer TOGGLE_CYCLES = (CLK_HZ / 1000 * BLINK_PERIOD_MS) / 2;
    reg [25:0] div_counter = 26'd0;
    reg led_on = 1'b0;
    always @(posedge clk) begin
        if (div_counter == TOGGLE_CYCLES - 1) begin
            div_counter <= 26'd0;
            led_on <= ~led_on;
        end else begin
            div_counter <= div_counter + 1'b1;
        end
    end
    assign LED_R = ~led_on;
    assign LED_G = ~led_on;
    assign LED_B = ~led_on;
endmodule
==> impl_metrics.tcl <==
# yosys + openroad results
set metrics [dict create \
    hold_path_class "reg -> reg" \
    slew_headroom 0.7470 \
    slowest_stage "clkdlybuf4s50_1" \
    hold_viol 0 \
    top_area_cell "dfxtp_1" \
    cts-root-buf "clkbuf_8" \
    cpPeakStageDelay_ps 480 \
    drt_iter0_markers 33 \
    finalSetupViolCount 0 \
    row_count 31 \
    drive_gt1_frac 0.05797 \
    hpwl_um 1505 \
    required_ps 4400 \
    drv_cap 0 \
    gp_congestion 0.8136 \
    yosys_area_mm2 0.001237 \
    cts_tree "built" \
    port_buffers 3 \
    netlist_instances 138 \
    cp.arrival_ps 1210 \
    routed-via-count 933 \
    grt_max_degree 15 \
    grt_use_total 0.03753 \
    die_x_um 107 \
    r2r_end "div_counter[20]$_SDFF_PN0_" \
    fin_setup_tns_ps 0 \
    cp-start-kind "register" \
    n_antenna_cell 0 \
    ant_nets 0 \
    end_kind "output pin" \
    drc 0 \
    r2r_cells 5 \
    final.min_clock_period_ps 2312 \
    ys.flops 27 \
    core_mm2 0.007292 \
    synthesis.area_mm2 0.001237 \
    r2r_start "div_counter[0]$_SDFF_PN0_" \
    period_used_share 0.4203 \
    synth_area_per_cell_um2 8.967 \
    ios 4 \
    fmax_ghz 0.4326 \
    first_pass_iters 3 \
    edf_count 1 \
    wl_per_cell_um 9.101 \
    clk_pin_slew_ps 90 \
    top_cell_area_share 0.4206 \
    fillCellCount 826 \
    chipHeight_um 107 \
    rsz0062_at_grt "false" \
    hold_path_depth 2 \
    finClkSkew_ps 4.378 \
    ys_warn_count 1 \
    die_area_mm2 0.01145 \
    cts.sinks 27 \
    worstHoldStart "div_counter[24]$_SDFF_PN0_" \
    post-cts-setup-buffers 0 \
    cp_num_buf_inv 2 \
    crit_family "buffers and inverters" \
    fp_util 0.1697 \
    async_flop_share 0 \
    p_leak_uw 0.0005164 \
    ys_seq_share 0.4449 \
    antenna_found_initial 0 \
    cts_buffer_depth 2 \
    viasPerCell 3.937 \
    cp_cell_sequence "inv_1 > clkdlybuf4s50_1" \
    critPathMaxFanout 4 \
    tightestPinTransition_ps 378.6 \
    synth_top_flop_cell "dfxtp_1" \
    whs_ps 479.3 \
    maxSlewViolCount 0 \
    grt_pass1_vias 845 \
    clock.latency.late_pin_ps 270 \
    syn_to_final_growth_pct 13.14 \
    postCtsHoldBufs 0 \
    htree_levels 1 \
    outcome "completed" \
    synth.distinct_cells 32 \
    whs_endpoint "div_counter[24]$_SDFF_PN0_" \
    overflow 0 \
    warnings 25 \
    routed_wl_um 2157 \
    peakVddDrop_uv 78.78 \
    synthTopCellsByCount "26 x dfxtp_1, 11 x nand2_1, 10 x a21oi_1, 10 x nor2_1, 8 x xor2_1" \
    pwr_density_cell_mw_per_mm2 219.1 \
    cts_buffers 3 \
    synth.area.top_cells "dfxtp_1 42%, xor2_1 5.7%, a21oi_1 4.0%" \
    post_cts_resized 0 \
    yosys-stat-cells 138 \
    yosysMostFrequentCell "dfxtp_1" \
    path_class "reg -> out" \
    rrSetupSlack_ps 3440 \
    grt_pass1_wl_um 3843 \
]
==> per-stage QoR <==
step                total power (uW)    util  cell area, um2  worst slack (ps)  std cells
floorplan                      200.9       -            1237              3587        138
detailed placement             200.9  0.1858            1355              3432        233
global placement               200.9  0.1858            1355              3483        233
finish                         306.8  0.1920            1400              3188        237
global route                   317.8  0.1920            1400              3116        237
CTS                            310.2  0.1920            1400              3166        237
==> layout by cell type (no fill, tap or decap), drive strengths merged, types with 2 or more instances in the layout <==
cell type	count
a21oi	10
xnor2	5
xor2	8
or3	4
nor2	10
clkdlybuf4s50	3
and3	3
nand2	11
nand4	7
o21ai	7
dfxtp	26
and2	2
nor4	5
nor3	3
o31ai	4
or4	4
inv	3
nand3	8
clkbuf	4
==> flip-flops by register name (all words and copies together) (netlist names) <==
| name | cells |
|---|---|
| led_on | 1 |
| div_counter | 26 |
==> where the power goes <==
part,switching (uW),leakage [uW],internal [uW]
Clock,58.7,0.0000228,51.8
Sequential,0,0.000221,196
Combinational,0,0.000273,0
Total,58.7,0.000516,248
==> cell families after synthesis <==
| logic type | Yosys count | share of synthesized area |
|---|---|---|
| AOI/OAI and AO/OA | 23 | 0.1062 |
| and+or+nand+nor | 63 | 0.3023 |
| buffers and inverters | 11 | 0.04449 |
| DFF | 27 | 0.4449 |
| xor gates and xnor gates | 13 | 0.09201 |
| adders and majority gates | 1 | 0.01011 |
==> layer usage <==
metal | share of wire | up-vias | GRT usage
met1 | 0.55 | 420 | 0.05645
met2 | 0.42 | 7 | 0.05619
met4 | 0.013 | 0 | 0.009671
met5 | 0 | - | 0
met3 | 0.016 | 2 | 0.003639
li1 | - | 504 | -
==> worst register-to-register path, delay by kind of cell (launching register included) <==
| family | cells | cell delay (ps) |
|---|---|---|
| AND/OR/NAND/NOR | 3 | 1200 |
| flip-flops | 1 | 400 |
| adder cells (fa/ha/maj) | 1 | 250 |
| AND-OR/OR-AND | 1 | 150 |
==> final cells by class <==
cell class                 instances  area [um2]  share of cell area
tap                               99       123.9             0.08847
sequential                        27       550.5              0.3932
clock buffer                       4       45.04             0.03217
inverter                           3       11.26            0.008043
multi-input combinational        100       631.9              0.4513
timing repair buffer               4       37.54             0.02681
==> how the worst max path moves through the flow <==
stage,start,depth (start not counted),slack [ps],to
6_report,led_on$_DFFE_PN_,2,3190,LED_R
5_1_grt,led_on$_DFFE_PN_,2,3120,LED_R
4_1_cts,led_on$_DFFE_PN_,2,3170,LED_R
Power and IR drop assume default switching activity.
