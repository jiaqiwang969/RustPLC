### flow/run.sh
#!/bin/bash
# OpenROAD 26Q1-2900-gdf79404cd8, Yosys 0.63+post, stock flow scripts
make -C /OpenROAD-flow-scripts/flow DESIGN_CONFIG=/design/flow/config.mk WORK_HOME=/design/flow/orfs finish
### flow/constraint.sdc
current_design uart_rx

set clk_period 3.2
set clk_io_pct 0.2

create_clock -name clk0 -period $clk_period [get_ports {clk}]

set non_clock_inputs [all_inputs -no_clocks]
set_input_delay [expr $clk_period * $clk_io_pct] -clock clk0 $non_clock_inputs
set_output_delay [expr $clk_period * $clk_io_pct] -clock clk0 [all_outputs]
### flow/config.mk
export PLATFORM = sky130hd
export DESIGN_NAME = uart_rx
export DESIGN_NICKNAME = uart_rx
export VERILOG_FILES = /design/flow/design.v
export SDC_FILE = /design/flow/constraint.sdc
export NUM_CORES = 4
export LEC_CHECK = 1
export CORE_UTILIZATION = 40
### flow/design.v
module baud_tick_gen(
	input clk, enable,
	output tick);
parameter clk_freq = 12000000;
parameter baud = 115200;
parameter oversampling = 1;
function integer log2(input integer v); begin log2=0; while(v >> log2) log2 = log2 + 1; end endfunction
localparam acc_width = log2(clk_freq / baud) + 8;  
reg [acc_width:0] acc = 0;
localparam shiftlimiter = log2((baud * oversampling) >> (31 - acc_width));  
localparam inc = ((baud * oversampling << (acc_width - shiftlimiter)) + (clk_freq >> (shiftlimiter + 1))) / (clk_freq >> shiftlimiter);  
always @(posedge clk) if (enable) acc <= acc[acc_width-1:0] + inc[acc_width:0]; else acc <= inc[acc_width:0];
assign tick = acc[acc_width];
endmodule
module uart_rx(
	input clk,
	input rx,
	output reg rx_ready,
	output reg [7:0] rx_data,  
	output rx_idle,  
	output reg rx_eop = 0  
);
parameter clk_freq = 12000000;
parameter baud = 115200;
parameter oversampling = 8;  
localparam
	IDLE      = 4'b0000,
	BIT_START = 4'b0001,
	BIT0      = 4'b1000,
	BIT1      = 4'b1001,
	BIT2      = 4'b1010,
	BIT3      = 4'b1011,
	BIT4      = 4'b1100,
	BIT5      = 4'b1101,
	BIT6      = 4'b1110,
	BIT7      = 4'b1111,
	BIT_STOP  = 4'b0010;
reg [3:0] rx_state = 0;
wire os_tick;
baud_tick_gen #(clk_freq, baud, oversampling) tickgen(.clk(clk), .enable(1'b1), .tick(os_tick));
reg [1:0] rx_sync = 2'b11;
always @(posedge clk) if(os_tick) rx_sync <= {rx_sync[0], rx};
reg [1:0] filter_cnt = 2'b11;
reg rx_bit = 1'b1;
always @(posedge clk)
	if(os_tick) begin
		if((rx_sync[1] == 1'b1) && (filter_cnt != 2'b11)) filter_cnt <= filter_cnt + 1'd1;
		if((rx_sync[1] == 1'b0) && (filter_cnt != 2'b00)) filter_cnt <= filter_cnt - 1'd1;
		if(filter_cnt == 2'b11) rx_bit <= 1'b1;
		else 
		if(filter_cnt == 2'b00) rx_bit <= 1'b0;
	end
function integer log2(input integer v); begin log2 = 0; while(v >> log2) log2 = log2 + 1; end endfunction
localparam l2o = log2(oversampling);
reg [l2o-2:0] os_cnt = 0;
always @(posedge clk) if(os_tick) os_cnt <= (rx_state == IDLE) ? 1'd0 : os_cnt + 1'd1;
wire sample_now = os_tick && (os_cnt == ((oversampling / 2) - 1));
always @(posedge clk)
	case(rx_state)
		IDLE:      if(~rx_bit) rx_state <= BIT_START;
		BIT_START: if(sample_now) rx_state <= BIT0;
		BIT0:      if(sample_now) rx_state <= BIT1;
		BIT1:      if(sample_now) rx_state <= BIT2;
		BIT2:      if(sample_now) rx_state <= BIT3;
		BIT3:      if(sample_now) rx_state <= BIT4;
		BIT4:      if(sample_now) rx_state <= BIT5;
		BIT5:      if(sample_now) rx_state <= BIT6;
		BIT6:      if(sample_now) rx_state <= BIT7;
		BIT7:      if(sample_now) rx_state <= BIT_STOP;
		BIT_STOP:  if(sample_now) rx_state <= IDLE;
		default:   rx_state <= IDLE;
	endcase
always @(posedge clk) begin
	if(sample_now && rx_state[3]) begin
		rx_data <= {rx_bit, rx_data[7:1]};
	end
end
always @(posedge clk)
begin
	rx_ready <= (sample_now && (rx_state == BIT_STOP) && rx_bit);  
end
reg [l2o+1:0] gap_cnt = 0;
always @(posedge clk)
	if (rx_state != IDLE) 
		gap_cnt <= 0;
	else
		if(os_tick & ~gap_cnt[l2o+1]) gap_cnt <= gap_cnt + 1'd1;
assign rx_idle = gap_cnt[l2o+1];
always @(posedge clk) rx_eop <= os_tick & ~gap_cnt[l2o+1] & &gap_cnt[l2o:0];
endmodule
==> run notes <==
yosys + openroad results -> Slew Viols, Final 0, biggest area cells edfxtp_1 31%, dfxtp_1 25%, ha_1 4.5%, commonest cells in the synthesized netlist 24 x dfxtp_1, 20 x edfxtp_1, 15 x nor2_1, vias in the first global route 1219, area grow syn2layout 13.4%, final wirelength 3080 um, total CTS buffers 5, # clock sinks 44, switching power 0.189 mW, Setup Fix Bufs, Post-CTS 0, Chip Footprint around 5200 um2, yosys synthesis chip area 1960 um2, switching part of the total power 20.4%, Clock Latency Late Sink 290 ps, CTS tree yes, area fraction in mux cells 1.02%, DP HPWL 2160 um, Worst setup SP type register, detailed-route DRC error count 0, Adder Share, Synth about 4.5%, final setup skew 8.27 ps, DR vias 1281, Critical Path RT 3140 ps, crit-path cells nand2_1 > a22o_1 > a221oi_1, Power Density around 420 nW/um2, simple share 17.4%, relative slew slack 57.3%, core area between 4000 and 5000 um2, initial drt markers 26, CTS H-tree lvls 2, cts repair resizes 0, Max-area cell share a little under a third, n_diodes 0, fin cells 253, GRT overflow 0, number of synthesized flops with an enable pin 20, worst min-delay path category reg -> reg, Die H between 70 and 80 um, Yosys Instances about 170, Post-synth top flop dfxtp_1, Crit path arrival time around 1800 ps, Tmin final 1880 ps, count leader, synth dfxtp_1, # setup viols final 0, FP Util 41.4%, Root Buffer clkbuf_8, CP Max Fanout 12, Top Ports 13, row cnt 25, vias per std cell 5.06, initial antenna violation count 0, Final Hold Viols 0, Clock Path Buffers 2, count of unique library cells instantiated by Yosys between 40 and 50, CTS Hold Bufs 0, part of the cycle the worst path needs 58.9%, Async SR Flop Fraction 0%, Avg WL per Cell 12.2 um, Main logic family simple AND/OR/NAND/NOR gates, port bufs 12, Reg power frac 62.8%, highest-delay cell along the critical path dfxtp_1, XOR/XNOR Area Share 5.82%, Worst-path clk slew 90 ps, iteration tally of the first detailed-router pass 4, share of cells above drive strength 1 roughly 9.1%, Detail Route Antenna Nets 0, Int Pwr between 0.7 and 0.8 mW, Pleak 0.807 nW, Total GRT Usage 13.5%, slowest stage delay, CP 580 ps, logic gate share of total power 0.1%, Mean Syn Cell Area 11.4 um2, Peak VDD IR approximately 0.26 mV, yosys aoi share 12.9%, placed insts 245, Total Power 0.927 mW, crit end category register, MaxCap Viol Count 0, RSZ-0062 raised after global routing no, Mapped Cells 172, first-pass GRT wire length 5440 um, Post-Syn Area 1960 um2, max frequency 0.531 GHz, gpl congestion 0.785, Log Warnings 26, yosys warning tally 2, clock group share of total power 37.1%, Die X 71.9 um, outcome completed, Synthesized registers 44, worst-margin pin slew 635 ps, Seq/Total Area, Yosys between 50% and 60%, Yosys top cell by area edfxtp_1, TNS Setup 0 ps, CP Class reg -> reg, largest net degree at the start of global routing 16
[per-stage QoR]
stage | setup WS [ps] | util (%) | hold WS [ps] | cell area (um2)
after floorplan | 1440 | - | 395 | 1960
after global placement | 1360 | 45.0 | 404 | 2130
after detailed placement | 1310 | 45.0 | 408 | 2130
after CTS | 1290 | 47.0 | 421 | 2220
after global routing | 1100 | 47.0 | 443 | 2220
final | 1320 | 47.0 | 416 | 2220
[kinds of logic (layout without fill, tap and decap cells)]
family / Yosys count / count (layout)
simple gates: 60 / 60
mux: 2 / 2
buf+inv: 13 / 27
xor+xnor: 13 / 13
fa+ha+maj: 7 / 7
compound gates: 33 / 33
flops: 44 / 44
[critical path: cells and delay by family (launching register included)]
family          cells  cell delay [ps]
simple gates        1              180
compound gates      2              770
flops               1              580
[sequential cells by signal, indices dropped and copies added, names as in the netlist]
| register | cells |
|---|---|
| filter_cnt | 2 |
| rx_state | 4 |
| gap_cnt | 6 |
| rx_eop | 1 |
| rx_ready | 1 |
| rx_data | 8 |
| os_cnt | 3 |
| tickgen.acc | 16 |
| rx_bit | 1 |
| rx_sync | 2 |
[layout by cell type (no fill, tap or decap), drive strengths merged, types with 3 or more instances in the layout]
master	count
xnor2	9
nor2b	7
xor2	4
dfxtp	24
and4b	3
o21ai	6
a21oi	5
nand3	3
o211ai	4
ha	7
nand2	10
or3	3
edfxtp	20
nor2	15
nand4	3
inv	7
clkdlybuf4s50	12
a221oi	4
clkbuf	5
[area by class of cell]
cell class / instances / area (um2)
Sequential cell: 44 / 1080
Clock buffer: 5 / 68.8
Inverter: 7 / 26.3
Clock inverter: 3 / 23.8
Multi-Input combinational cell: 115 / 815
Tap cell: 67 / 83.8
Fill cell: 412 / 2500
Timing Repair Buffer: 12 / 120
[power by group through the flow]
| stage | clock network (mW) | logic (mW) | registers, mW |
|---|---|---|---|
| 5_1_grt | 0.381 | 0.00140 | 0.582 |
| 6_report | 0.344 | 0.00131 | 0.582 |
| 4_1_cts | 0.359 | 0.00141 | 0.582 |
[final timing paths]
path / endpoint / cells past startpoint / slack, ps / startpoint
setup / recovery: rx_state[3] / 3 / 1320 / tickgen.acc[15]
hold / removal: rx_sync[1] / 0 / 420 / rx_sync[0]
setup reg to reg: rx_state[3] / 3 / 1320 / tickgen.acc[15]
hold reg to reg: rx_sync[1] / 0 / 420 / rx_sync[0]
[layer usage]
layer | vias up | GRT usage (%) | wire length [um]
li1 | 656 | - | -
met1 | 601 | 20.2 | 1500
met2 | 20 | 21.8 | 1430
met3 | 4 | 2.82 | 102
met4 | 0 | 1.74 | 39
met5 | - | 0 | 0
Power figures rest on the tool's default switching activity, not on a simulated workload.
